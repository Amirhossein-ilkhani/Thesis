File: run.sh
#!/bin/bash
# OpenROAD 26Q1-2900-gdf79404cd8, Yosys 0.63+post, stock flow scripts
make -C /OpenROAD-flow-scripts/flow DESIGN_CONFIG=/design/flow/config.mk WORK_HOME=/design/flow/orfs finish
File: config.mk
export PLATFORM = sky130hd
export DESIGN_NAME = Dual_Port_Ram
export DESIGN_NICKNAME = Dual_Port_Ram
export VERILOG_FILES = /design/flow/design.v
export SDC_FILE = /design/flow/constraint.sdc
export NUM_CORES = 4
export LEC_CHECK = 1
export CORE_UTILIZATION = 30
File: constraint.sdc
current_design Dual_Port_Ram

set clk_period 33.2
set clk_io_pct 0.2

create_clock -name clk0 -period $clk_period [get_ports {clk}]

set non_clock_inputs [all_inputs -no_clocks]
set_input_delay [expr $clk_period * $clk_io_pct] -clock clk0 $non_clock_inputs
set_output_delay [expr $clk_period * $clk_io_pct] -clock clk0 [all_outputs]
File: design.v
module Dual_Port_Ram #(parameter WIDTH=32, parameter HEIGHT=48) 
(
  input [WIDTH-1:0] data_a, data_b,  
  input [$clog2(HEIGHT)-1:0] addr_a, addr_b,  
  input we_a, we_b,  
  input clk,  
  output reg [WIDTH-1:0] q_a, q_b  
);
  reg [WIDTH-1:0] ram [0 : HEIGHT-1];  
  always @ (posedge clk)
    begin
      if(we_a)
        ram[addr_a] <= data_a;
    end
  always @ (posedge clk)
    begin
      if(we_b)
        ram[addr_b] <= data_b;
    end
    assign q_a = ram[addr_a]; 
    assign q_b = ram[addr_b]; 
endmodule
==> results.toml <==
# generated from flow reports
[cells_and_area]
largest_register = "ram"
commonest_non_fill_non_tap_cells_in_the_layout = "1714 x sky130_fd_sc_hd__mux2_2, 1536 x sky130_fd_sc_hd__edfxtp_1, 544 x sky130_fd_sc_hd__a221oi_1, 380 x sky130_fd_sc_hd__buf_4, 346 x sky130_fd_sc_hd__a22oi_1"
reg.largest.list = "ram (1536)"
final_core_utilization_pct = 34.0
post_route_cells_drive_above_1_share_pct = 38.1
filler_cell_count = 28400
most_frequent_logic_cell_in_the_layout = "sky130_fd_sc_hd__mux2_2"
max_reg_flops = 1536
area_growth_pct = 12.2

[floorplan]
horizontal_extent_of_the_die_um = 550
floorplan.rows = 200
design.die.area_um2 = 303000
die-height_um = 550
core-area_um2 = 298000
fp_util_pct = 30.3
io_pins = 143

[power_and_ir_drop]
total_power_per_unit_cell_area_nw_per_um2 = 45.8
leakagePower_nw = 31.8
clkPwrFrac_pct = 39.4
peakVddDrop_uv = 40.1
p_seq_share_pct = 46.9
netSwitchingFraction_pct = 26.6
power.share.combinational_pct = 13.8
cell_internal_pwr_mw = 3.41
switching_power_mw = 1.23

[logic_synthesis]
yosys_warnings = 3
ys_seq_share_pct = 51.1
top_cell_area_share_pct = 51.1
synth.distinct_cells = 82
async_flop_share_pct = 0
syn_inst = 6930
synth.yosys.chip_area_um2 = 90200
syn_avg_cell_area_um2 = 13.0
synth_flops = 1536
yosys-top-cells-area = "sky130_fd_sc_hd__edfxtp_1 51%, sky130_fd_sc_hd__mux2_2 21%, sky130_fd_sc_hd__a221oi_1 5.3%, sky130_fd_sc_hd__a22oi_1 2.9%, sky130_fd_sc_hd__mux2i_1 2.7%"
flop_cell = "sky130_fd_sc_hd__edfxtp_1"
enable_flop_cells = 1536
post_synth_instance_area_um2 = 90200
synth.yosys.num_cells = 6930
post-synth-top-area-cell = "sky130_fd_sc_hd__edfxtp_1"

[final_timing]
final_hold_slack_ns = 6.64
fmax_mhz = 53.9
worst_slew_pin_slew_ns = 1.26
setup-violations-final = 0
grt_setup_unrepaired = "no"
worst_slew_margin_rel_pct = 15.4
period_minus_slack_ns = 18.54
drv_slew = 0
hold_viol_final = 0
timing.final.crit_share_pct = 55.9
final.setup.tns_ns = 0

[route]
post_drt_wl_per_cell_um = 38.3
detail_route.first_pass.iterations = 9
postRouteAntennaNets = 0
drt_wl_total_um = 411000
vias_per_cell = 6.65
routed_vias = 71300
drt_iter0_markers = 7300
drc_violations = 0

[cts]
cts_buffers = 167
cts_repair_resize_count = 0
numClockSinks = 1536
clk_pin_slew_ns = 0.07
holdBufCountCts = 0
cts_tree = "built"
clockBufferDepth = 4
cts_root_buf = "sky130_fd_sc_hd__clkbuf_16"
postCtsSetupBuffers = 0
cts-htree-levels = 4

[placed_design]
port-buffer-count = 142
place.detailed.hpwl_um = 246000
gp_congestion = 1.01

[critical_path]
worst-path-buf-inv = 8
timing.critical_path.to_type = "output port"
critPathMaxFanout = 38
critical_path_arrival_ns = 11.90
timing.critical_path.cells = "buf_6 -> buf_4 -> buf_4 -> and2_4 -> buf_4 -> buf_4 -> buf_4 -> a22oi_1 -> a31oi_1 -> o21ai_0 -> buf_4 -> o2111ai_1 -> clkdlybuf4s50_1"
cp.required_ns = 26.56
critical-path-top-cell-by-count = "sky130_fd_sc_hd__buf_4"
crit_family = "buffers and inverters"
cp_slowest_cell = "sky130_fd_sc_hd__buf_4"
critical_path.startpoint_type = "primary input"
cpPeakStageDelay_ns = 0.64
timing_worst_setup_path_type = "in2out"

[min_path]
hp-class = "in2reg"

[grt]
grt.overflow.total = 0
grt_first_pass_wirelength_um = 566000
global_route.usage.met1_pct = 29.7
met3_usage_pct = 23.3
grt.busiest_layer = "met2"
grt_start_max_net_pins = 71
grt_pass1_vias = 72600
grt_met2_use_pct = 37.1
grt_antenna_before_repair = 31
gr-usage-all-layers_pct = 28.0

[run]
warnings = 26
timing.max_cap.violations = 0

[status]
status = "finished clean"
## cells in the mapped netlist, drive strengths merged, types with 26 or more instances
library cell  number
nand2b            37
mux4              61
a221o             42
nor2             182
a222oi            27
a31oi             38
o22ai            121
o21ai            212
mux2i            246
o221ai            30
nand2            184
a221oi           547
o211ai            61
buf              432
o2bb2ai           26
mux2            1754
edfxtp          1536
nand3             48
a21oi            108
clkbuf           528
a22o              26
nand4             37
a22oi            346
o22a              46
## area by class of cell
cell class	count	area (um2)	area share, %
Sequential cell	1536	46100	45.6
Multi-Input combinational cell	4424	40900	40.3
Tap cell	3939	4930	4.87
Clock buffer	206	4410	4.36
Timing Repair Buffer	527	4210	4.16
Clock inverter	78	652	0.644
Inverter	10	52.6	0.0519
Antenna cell	11	27.5	0.0272
## through the flow
stage	total power, mW	instance area, um2	setup WS (ns)	instances
after floorplan	2.56	90200	18.41	6930
after global placement	2.82	96200	15.03	10400
after detailed placement	2.82	96200	14.98	10400
after CTS	4.61	101000	14.95	10700
after global routing	4.73	101000	14.74	10700
final	4.64	101000	14.66	10700
## path summary, 6_finish.rpt
check	startpoint	end	depth (start not counted)
max	addr_b[0]	q_b[29]	13
min	data_a[30]	ram[19][30]	3
## cell families after synthesis
kind of cell	share of synthesized area, %
DFF	51.1
buffers and inverters	4.71
and+or+nand+nor	3.50
AOI/OAI and AO/OA	14.5
muxes	26.1
## power by group through the flow
stage	sequential [mW]	combinational [mW]	clock [mW]
finish	2.18	0.639	1.83
global route	2.18	0.652	1.90
CTS	2.18	0.610	1.83
## metal layers
layer / part of all wire [%] / vias to the layer above / wire length (um)
met5: 0.38 / - / 1570
met4: 8.1 / 94 / 33100
met3: 20 / 1716 / 82100
met2: 40 / 7048 / 165000
met1: 31 / 34800 / 129000
li1: - / 27600 / -
Power and IR drop assume default switching activity.
